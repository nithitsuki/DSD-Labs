--- ./constraint.sdc ---
current_design counter

set clk_period 1.5
set clk_io_pct 0.2

create_clock -name clk0 -period $clk_period [get_ports {clkpulse}]

set non_clock_inputs [all_inputs -no_clocks]
set_input_delay [expr $clk_period * $clk_io_pct] -clock clk0 $non_clock_inputs
set_output_delay [expr $clk_period * $clk_io_pct] -clock clk0 [all_outputs]
--- ./run.sh ---
#!/bin/bash
# OpenROAD 26Q1-2900-gdf79404cd8, Yosys 0.63+post, stock flow scripts
make -C /OpenROAD-flow-scripts/flow DESIGN_CONFIG=/design/flow/config.mk WORK_HOME=/design/flow/orfs finish
--- ./design.v ---
module counter (
    input logic clkpulse,        
    input logic [1:0] sw,    
    input logic rst,          
    output logic [3:0] led  
);
    always @(posedge clkpulse or posedge rst) begin
        if (rst) begin
            led <= 4'b0000;  
        end else begin
            if (sw == 1'b1) begin
                led <= led + 1'b1; 
            end else begin
                led <= led - 1'b1;
            end
        end
    end
endmodule
--- ./config.mk ---
export PLATFORM = sky130hd
export DESIGN_NAME = counter
export DESIGN_NICKNAME = counter
export VERILOG_FILES = /design/flow/design.v
export SDC_FILE = /design/flow/constraint.sdc
export NUM_CORES = 4
export LEC_CHECK = 1
export CORE_AREA = 10 10 70 70
export DIE_AREA = 0 0 80 80
==> results_dict.tcl <==
# collected from the flow reports
set metrics [dict create \
    status "finished clean" \
    cp_slowest_cell "clkdlybuf4s50_1" \
    clk_latency_ns 0.25 \
    antenna_cells 0 \
    relSlewSlack_pct 88.8 \
    cp_num_buf_inv 1 \
    ant_nets 0 \
    dpl.cell_count 70 \
    cts-buffers-inserted 3 \
    tool_warnings 25 \
    finalClockPeriodUsage_pct 95.9 \
    regMostFlops "led" \
    start_kind "primary input" \
    leakage_nw 0.162 \
    area_growth_pct 82.6 \
    crit_family "buffers and inverters" \
    rows 21 \
    cts.reportedPaths.clkPinSlew_ns 0.04 \
    clock-skew-final_ns 0.00977 \
    rsz0062_at_grt "no" \
    grt_pass1_vias 168 \
    ioPinCount 8 \
    ys_types 9 \
    top_regs "led (4)" \
    dieWidth_um 80 \
    grt_antenna_before_repair 0 \
    cts-htree-levels 1 \
    p_per_area_nw_per_um2 1460 \
    path_cells "clkdlybuf4s50_1 -> nand2b_4 -> ha_1 -> a21o_1 -> a21oi_2 -> xor2_1" \
    max-cap-violations 0 \
    hp-class "in2async" \
    core_area_um2 3420 \
    fp.dieH_um 80 \
    finalHoldViolations 0 \
    ctsRootBufferMaster "clkbuf_4" \
    overflow 0 \
    worst-path-stages 6 \
    total_power_w 0.000559 \
    dr_total_vias 161 \
    max_slew.worst_pin.slew_ns 0.166 \
    cts_tree "yes" \
    maxSlewViolCount 0 \
    clock_sinks 4 \
    synth_area_um2 209 \
    initialDrtViolationCount 4 \
    ys_cells 15 \
    gp_congestion 0.762 \
    drc 0 \
    fin_util_pct 11.2 \
    portBuffers 7 \
    dieArea_um2 6400 \
    viasPerCell 2.18 \
    dr.pass1.iters 2 \
    ys_chip_area_um2 209 \
    wl_per_cell_um 6.68 \
    fillerInstances 399 \
    grt_pass1_wl_um 821 \
    yosysWarnings 1 \
    globalRouteTotalUtil_pct 1.72 \
    synth_flop_count 4 \
    critical_path_class "in2reg" \
    worstPathRequired_ns 1.67 \
    drive_above_1_share_pct 28.6 \
    cts_max_path_buffers 2 \
    worstPathArrival_ns 1.61 \
    fin_setup_tns_ns 0 \
    worst-path-max-fanout 4 \
    fmax_mhz 696 \
    grt_max_degree 5 \
    rr_worst_depth 4 \
    syn_inst 15 \
    setup_violations 0 \
    yosysSeqAreaShare_pct 47.9 \
    routed_wl_um 494 \
    fin_crit_ns 1.44 \
    fp_util_pct 6.12 \
    end_kind "flop" \
    hold_buffers 0 \
    largest_register_ffs 4 \
    ir_drop_mv 0.241 \
    cpPeakStageDelay_ns 0.51 \
    ff2ff_setup_slack_ns 0.25 \
    synth_area_per_cell_um2 13.9 \
    layoutNonFillerInstCount 74 \
]
per-stage QoR:
| stage | instance area (µm²) | hold slack [ns] | setup slack (ns) |
|---|---|---|---|
| after CTS | 382 | 0.248 | 0.0586 |
| after detailed placement | 352 | 0.513 | -0.181 |
| after global placement | 352 | 0.504 | -0.167 |
| after floorplan | 209 | 0.0661 | 0.296 |
| after global routing | 382 | 0.244 | 0.0160 |
| final | 382 | 0.237 | 0.0622 |
cell type report:
| cell class | instances | area (µm²) | share of cell area [%] |
|---|---|---|---|
| timing repair buffer | 10 | 92.6 | 24.3 |
| inverter | 2 | 7.51 | 1.97 |
| multi-input combinational | 9 | 101 | 26.6 |
| sequential | 4 | 100 | 26.2 |
| clock buffer | 3 | 22.5 | 5.90 |
| tap | 46 | 57.6 | 15.1 |
where the power goes:
group          total, W  switching (W)  internal, W
sequential     0.000187      0.0000335     0.000154
combinational  0.000229      0.0000773     0.000152
clock          0.000142      0.0000524    0.0000900
Yosys cell counts:
master	number	area (µm²)
nand2b_4	1	13.8
xor2_1	2	17.5
a21o_1	1	7.51
inv_1	2	7.51
ha_1	2	25.0
xnor2_1	1	8.76
a21oi_2	1	8.76
dfrtp_1	4	100
fa_1	1	20.0
final timing paths:
check,start,endpoint
worst max-delay path,sw[0],led[3]
worst min-delay path,rst,led[3]
worst max register to register,led[1],led[3]
worst min register to register,led[0],led[0]
max in group asynchronous,rst,led[2]
min in group clk0,led[0],led[0]
placed cells by master, fill, tap and decap left out:
cell type,instances
a21oi_2,1
ha_1,2
xor2_1,2
dfrtp_1,4
clkbuf_4,3
nand2b_4,1
inv_1,2
buf_4,3
xnor2_1,1
clkdlybuf4s50_1,7
a21o_1,1
fa_1,1
kinds of logic after synthesis:
kind of cell | Yosys count | synth area share, %
flip-flops | 4 | 47.9
XOR/XNOR | 3 | 12.6
adder cells (fa/ha/maj) | 3 | 21.6
AND-OR/OR-AND | 2 | 7.79
buffers and inverters | 2 | 3.59
AND/OR/NAND/NOR | 1 | 6.59
worst register-to-register path: cells and delay by family (launching register included):
family                   cells  cell delay, ns
adder cells (fa/ha/maj)      1            0.30
XOR/XNOR                     1            0.15
flip-flops                   1            0.41
AND-OR/OR-AND                2            0.31
layer usage:
layer  vias to the layer above  part of all wire [%]  GRT usage (%)
met4                         0                   1.4          0.352
met1                        76                    44           1.94
met5                         -                     0              0
met3                         2                    25           2.27
li1                         73                     -              -
met2                        10                    30           1.85
repair_timing:
action,in CTS,in global routing
buffers inserted,1,0
endpoints found under the setup margin,1,0
resized,0,0
No activity file was given, so power comes from the tool's default toggle rates.
