==> ./design.v <==
`timescale 1ns / 1ps
module mult(
    input [31:0] a,
    input [31:0] b,
    output [31:0] c
    );
    assign c = a*a + b*b;
endmodule
==> ./run.sh <==
#!/bin/bash
# OpenROAD 26Q1-2900-gdf79404cd8, Yosys 0.63+post, stock flow scripts
make -C /OpenROAD-flow-scripts/flow DESIGN_CONFIG=/design/flow/config.mk WORK_HOME=/design/flow/orfs finish
==> ./config.mk <==
export PLATFORM = sky130hd
export DESIGN_NAME = mult
export DESIGN_NICKNAME = mult
export VERILOG_FILES = /design/flow/design.v
export SDC_FILE = /design/flow/constraint.sdc
export NUM_CORES = 4
export LEC_CHECK = 1
export CORE_UTILIZATION = 30
==> ./constraint.sdc <==
current_design mult

set clk_period 16.6
set clk_io_pct 0.2

create_clock -name clk0 -period $clk_period

set non_clock_inputs [all_inputs -no_clocks]
set_input_delay [expr $clk_period * $clk_io_pct] -clock clk0 $non_clock_inputs
set_output_delay [expr $clk_period * $clk_io_pct] -clock clk0 [all_outputs]
==> metrics.cfg <==
[finish]
finalNonFillerCells = 4082
area_growth_pct = 9.43
design_area_um2 = 29800
fillCellCount = 9188
layout_top_cell = inv_1
ff_latch_area_um2 = 0
drive_gt1_frac = 0.0262
seq_cells = 0
mostFrequentLayoutCells = 983 x inv_1, 790 x fa_1, 263 x and2_1, 255 x ha_1, 227 x nand2_1
clkbuf_count = 0

[sta]
finalCritPeriodShare = 0.970
timing.fmax_ghz = 0.0621
maxSlewHeadroom = 0.501
final_hold_viol_count = 0
setup_viol = 0
period_needed_ns = 16.11
slew_viol_final = 0
max_slew.worst_pin.slew_ns = 0.746
whs_ns = 7.81
setup_tns_ns = 0
rsz0062_at_grt = no

[placement]
dpl.hpwl_um = 56600
io_buffers = 94
dp_cells = 4081
place_congestion = 0.903
place_area_um2 = 29800

[route]
wl_per_cell_um = 14.8
antenna_left = 0
first_pass_iters = 5
viasPerCell = 4.19
drt_iter0_drc = 425
routed_wl_um = 60300
dr_total_vias = 17100
drc = 0

[synthesis]
top_cell_area_share = 0.581
syn_area_um2 = 27200
synth_top_cell_by_area = fa_1
syn_avg_cell_area_um2 = 9.61
yosys-stat-cells = 2832
syn_inst = 2832
ys_seq_share = 0
synth.distinct_cells = 48
topCellsByArea = fa_1 58%, inv_1 14%, ha_1 12%
ys_area_um2 = 27200
ys_warn_count = 0

[critical_path]
path_delay_family = adder cells
crit_type = primary input to output port
cp.required_ns = 13.28
slowest_stage = clkdlybuf4s50_1
crit_path_max_fanout = 15
crit_start = a[3]
cp_num_buf_inv = 6
cp-start-kind = primary input
crit_path_frequent_cell = fa_1
max_stage_delay_ns = 0.80
cp_data_arrival_time_ns = 12.79
end_kind = output port

[floorplanning]
rows = 110
die_width_um = 303
chip_area_um2 = 91900
ios = 96
core_um2 = 89900
fp_util = 0.303
die_y_um = 303

[run]
openroad.warnings = 47
cap_violations = 0

[worst_hold_path]
holdPathStages = 3
hold_path.class = primary input to output port
hold_end = c[1]
hp-start = b[0]

[outcome]
status = finished, final reports clean

[global_route]
antenna_found_initial = 3
first_global_vias = 19700
grt_util_all_layers = 0.154
grt_overflow = 0
grt_max_degree = 29
grt_first_pass_wirelength_um = 104000

[clock_tree]
cts-resized-gates = 0
hold_buffers = 0
cts_setup_buffers = 0

==> worst max path at each step <==
| stage | to | slack (ns) | cells past startpoint |
|---|---|---|---|
| after CTS | c[31] | 0.45 | 26 |
| after global routing | c[30] | 0.03 | 27 |
| final | c[31] | 0.49 | 26 |
==> synth_stat cells (6+ instances only) <==
master	count
fa_1	790
ha_1	255
and2_1	263
nand3_1	10
o21ai_0	6
nand2_1	227
nor2_1	22
xnor2_1	79
nor2b_1	6
clkbuf_1	77
xor2_1	13
a21oi_1	32
a21o_1	12
inv_1	983
==> cell type report <==
cell class,instances,area [um2],area share
antenna,1,2.50,0.0000841
tap,1176,1470,0.0494
timing repair buffer,153,1400,0.0469
inverter,983,3690,0.124
multi-input combinational,1769,23200,0.780
==> logic make-up (layout without fill, tap and decap cells) <==
family,count (synthesis),count (layout),share of synthesized area
other cells,0,1,0
xor+xnor,92,92,0.0296
fa+ha+maj,1045,1045,0.699
simple gates,546,546,0.103
mux,3,3,0.00115
compound gates,83,83,0.0213
buf+inv,1063,1136,0.147
==> per-stage QoR <==
step,worst slack (ns),utilization
2_1_floorplan,2.59,-
3_3_place_gp,0.494,0.331
3_5_place_dp,0.485,0.331
4_1_cts,0.450,0.331
5_1_grt,0.0342,0.331
6_report,0.491,0.331
==> metal layers <==
layer  share of wire  GRT usage  wire, um  vias up
met5         0.00020          0        12        -
met3           0.066     0.0411      3960       40
li1                -          -         -     8038
met4           0.015     0.0162       907        2
met1            0.40      0.210     24200     8653
met2            0.52      0.261     31200      369
