## ./design.v

```verilog
`timescale 1ns / 1ps
module updown_counter(
    input logic clk,        
    input logic rst_n,      
    input logic load,       
    input logic up_down,    
    input logic enable,     
    input logic [3:0] d_in, 
    output logic [3:0] count  
);
  always_ff @(posedge clk or negedge rst_n) begin
    if (!rst_n) begin
      count <= 4'b0000;       
    end
    else if (load) begin
      count <= d_in;       
    end
    else if (enable) begin
      if (up_down) begin
        count <= count + 1; 
      end
      else begin
        count <= count - 1;
      end
    end
  end
endmodule
```

## ./run.sh

```bash
#!/bin/bash
# OpenROAD 26Q1-2900-gdf79404cd8, Yosys 0.63+post, stock flow scripts
make -C /OpenROAD-flow-scripts/flow DESIGN_CONFIG=/design/flow/config.mk WORK_HOME=/design/flow/orfs finish
```

## ./config.mk

```make
export PLATFORM = sky130hd
export DESIGN_NAME = updown_counter
export DESIGN_NICKNAME = updown_counter
export VERILOG_FILES = /design/flow/design.v
export SDC_FILE = /design/flow/constraint.sdc
export NUM_CORES = 4
export LEC_CHECK = 1
export CORE_AREA = 10 10 70 70
export DIE_AREA = 0 0 80 80
```

## ./constraint.sdc

```tcl
current_design updown_counter

set clk_period 1.6
set clk_io_pct 0.2

create_clock -name clk0 -period $clk_period [get_ports {clk}]

set non_clock_inputs [all_inputs -no_clocks]
set_input_delay [expr $clk_period * $clk_io_pct] -clock clk0 $non_clock_inputs
set_output_delay [expr $clk_period * $clk_io_pct] -clock clk0 [all_outputs]
```

==> reports/qor.yml <==
floorplan:
  die_h_um: 80
  rows: 21
  coreArea_um2: 3420
  ios: 13
  fp_util: 0.0912
  die_x_um: 80
  die_area_um2: 6400
flow_run:
  warnings: 25
  maxCapViolations: 0
layout:
  seq_area_um2: 101
  drive_gt1_frac: 0.128
  layout_top_cell: "clkdlybuf4s50_1"
  top_regs: "count: 4 flops"
  largest_reg_flops: 4
  final_cell_mix: "11 x clkdlybuf4s50_1, 3 x nand2_1, 3 x o21ai_0, 3 x clkbuf_4, 3 x dfrtp_1"
  comb_area_um2: 196
  nFillCells: 404
  final_cells: 93
  largest-register: "count"
  syn_to_final_growth_pct: 65.5
route:
  viasPerCell: 3.16
  drt_iter0_drc: 22
  ant_nets: 0
  antenna_cells: 0
  wl_per_cell_um: 9.38
  dr.pass1.iters: 4
  wirelength_um: 872
  via_count: 294
  drc_errors: 0
setup_path:
  worst_r2r_endpoint: "count[3]$_DFFE_PN0P_"
  r2r_cells: 4
  crit_type: "in2reg"
  start_kind: "input port"
  ff2ff_setup_slack_ps: 240
  cp-endpoint: "count[3]$_DFFE_PN0P_"
  startpoint: "load"
  rr_startpoint: "count[1]$_DFFE_PN0P_"
  required_ps: 1770
  end_kind: "register"
  crit_arrival_ps: 1640
  crit_fanout: 2
yosys:
  synth_warnings: 1
  synth_stat.cells: 32
  ys_seq_share: 0.321
  yosys-stat-area_um2: 312
  post-synth-top-area-fraction: 0.321
  yosysTopAreaCell: "dfrtp_1"
  syn-cell-area_um2: 312
  edf_count: 0
  ys_ff: 4
  synth.avg_cell_area_um2: 9.74
  ff_type: "dfrtp_1"
  synth_cell_type_count: 22
  topCellsByArea: "dfrtp_1 32%, ha_1 8.0%, fa_1 6.4%"
  synthArstFlopShare: 1.00
  syn_inst: 32
global_routing:
  grt_max_degree: 12
  grt_first_pass_wirelength_um: 1610
  antenna_found_initial: 0
  grt_pass1_vias: 365
  grt.overflow.total: 0
  grt.total_usage: 0.0314
sta:
  hold_violations: 0
  slew_headroom: 0.848
  post-route-period-util: 0.924
  timing.fmax_ghz: 0.677
  rsz0062_at_grt: "false"
  drv_slew: 0
  tightest_slew_ps: 225
  whs_ps: 291
  worst_clock_skew_ps: 3.10
  setup_viol: 0
  finalCriticalPeriod_ps: 1480
clock_network:
  worstSkewPairLatency_ps: 230
  cts.clk_slew.worst_paths_ps: 40
  htree_levels: 1
  cts_setup_buffers: 0
  numCtsBuffers: 3
  cts.sink_count: 4
  cts_tree: "built"
  clockBufferDepth: 2
  root_buffer: "clkbuf_4"
status:
  status: "finished, final reports clean"
power:
  power.density_nw_per_um2: 782
  leakagePower_nw: 0.207
  ir_drop_mv: 0.309
placement:
  dp.cells: 90
  io_buffers: 12
  gp_congestion: 0.851
hold_path:
  hold_class: "in2async"
worst max-delay path, stage by stage:
cell and delay, ps:
clkdlybuf4s50_1 420, or4b_1 510, a221o_1 310, nand3_1 80
per-stage QoR:
step / instance area, um^2 / utilization / TNS [ps] / setup slack (ps) / total power [mW]
2_1_floorplan: 312 / - / 0 / 305 / 0.207
3_3_place_gp: 493 / 0.144 / -850 / -330 / 0.281
3_5_place_dp: 493 / 0.144 / -878 / -344 / 0.285
4_1_cts: 514 / 0.151 / 0 / 65.1 / 0.415
5_1_grt: 515 / 0.151 / 0 / 50.3 / 0.448
6_report: 515 / 0.151 / 0 / 122 / 0.403
routing by layer:
metal,GRT usage,wire (um),up-vias
li1,-,-,147
met3,0.0136,41,0
met5,0,0,-
met1,0.0429,485,138
met2,0.0457,345,9
met4,0.00352,0,0
power breakdown:
group          total (mW)  internal (mW)  switching (mW)
Clock               0.122         0.0837          0.0381
Combinational       0.142         0.0890          0.0530
Sequential          0.139          0.119          0.0206
Total               0.403          0.291           0.112
Yosys cell counts, types with 2 or more instances:
library cell and instances:
ha_1 2, dfrtp_1 4, o21ai_0 3, mux2i_1 2
nand3_1 2, nand2_1 3
how the worst min path moves through the flow:
| stage | end | cells past startpoint |
|---|---|---|
| CTS | count[0]$_DFFE_PN0P_ | 1 |
| global route | count[3]$_DFFE_PN0P_ | 1 |
| finish | count[3]$_DFFE_PN0P_ | 1 |
final cells by class:
type / count / share of cell area
sequential: 4 / 0.197
inverter: 1 / 0.00728
multi-input combinational: 25 / 0.381
tap: 46 / 0.112
timing repair buffer: 14 / 0.260
clock buffer: 3 / 0.0437
timing repair:
action	4_1_cts	5_1_grt
gates cloned	0	0
hold buffers	0	0
endpoints found under the setup margin	2	1
gates resized	1	1
cell families after synthesis:
logic type	Yosys count	share of synthesized area
adders and majority gates	3	0.145
xor gates and xnor gates	2	0.0562
AOI/OAI and AO/OA	8	0.173
DFF	4	0.321
buffers and inverters	3	0.0482
muxes	2	0.0643
and+or+nand+nor	10	0.193
Power and IR drop assume default switching activity.
